### /design/flow/run.sh
#!/bin/bash
# OpenROAD 26Q1-2900-gdf79404cd8, Yosys 0.63+post, stock flow scripts
make -C /OpenROAD-flow-scripts/flow DESIGN_CONFIG=/design/flow/config.mk WORK_HOME=/design/flow/orfs finish
### /design/flow/config.mk
export PLATFORM = sky130hd
export DESIGN_NAME = CHIP
export DESIGN_NICKNAME = CHIP
export VERILOG_FILES = /design/flow/design.v
export SDC_FILE = /design/flow/constraint.sdc
export NUM_CORES = 4
export LEC_CHECK = 1
export CORE_UTILIZATION = 40
### /design/flow/constraint.sdc
current_design CHIP

set clk_period 19.6
set clk_io_pct 0.2

create_clock -name clk0 -period $clk_period [get_ports {clk}]

set non_clock_inputs [all_inputs -no_clocks]
set_input_delay [expr $clk_period * $clk_io_pct] -clock clk0 $non_clock_inputs
set_output_delay [expr $clk_period * $clk_io_pct] -clock clk0 [all_outputs]
### /design/flow/design.v
module MulDiv(
    input clk,
    input rst_n,
    input valid,
    input mode,
    input  [31:0] in_A,
    output ready,
    input  [31:0] in_B,
    output [63:0] out
);
    parameter IDLE = 3'd0;
    parameter MUL  = 3'd1;
    parameter DIV  = 3'd2;
    parameter OUT  = 3'd3;
    reg  [ 2:0] state, state_nxt;
    reg  [ 4:0] counter, counter_nxt;
    reg  [63:0] shreg, shreg_nxt;
    reg  [31:0] alu_in, alu_in_nxt;
    reg  [32:0] alu_out;
    assign out = shreg;
    assign ready = (state == OUT) ? 1 : 0;
    always @(*) begin
        case(state)
            IDLE: begin
                if (valid) state_nxt = mode == 0 ? MUL : DIV;
                else state_nxt = IDLE;
            end
            MUL : state_nxt = counter == 5'd31 ? OUT : MUL;
            DIV : state_nxt = counter == 5'd31 ? OUT : DIV;
            OUT : state_nxt = IDLE;
            default : state_nxt = IDLE;
        endcase
    end
    always @(*) begin
        case(state)
            MUL: counter_nxt = (counter < 6'd32) ? counter + 1'b1 : 0;
            DIV: counter_nxt = (counter < 6'd32) ? counter + 1'b1 : 0;
            default: counter_nxt = 0;
        endcase
    end
    always @(*) begin
        case(state)
            IDLE: begin
                if (valid) alu_in_nxt = in_B;
                else       alu_in_nxt = 0;
            end
            OUT : alu_in_nxt = 0;
            default: alu_in_nxt = alu_in;
        endcase
    end
    always @(*) begin
        case(state)
            MUL : alu_out = {1'b0, shreg[63:32]} + (shreg[0] ? alu_in : 0);
            DIV : alu_out = (shreg[62:31] >= alu_in) ? (shreg[62:31] - alu_in) : shreg[62:31];
            default: alu_out = 0;
        endcase
    end
    always @(*) begin
        case(state)
            IDLE: begin
                if (valid) shreg_nxt = {32'b0, in_A};
                else shreg_nxt = 0;
            end
            MUL : begin
                shreg_nxt[30:0] = shreg[31:1];  
                shreg_nxt[63:31] = alu_out;  
            end
            DIV : begin
                shreg_nxt[63:32] = alu_out[31:0];
                shreg_nxt[31:1] = shreg[30:0];
                shreg_nxt[0] = (alu_out[31:0] == shreg[62:31]) ? 0 : 1;
            end
            default: shreg_nxt = 0;
        endcase
    end
    always @(posedge clk or negedge rst_n) begin
        if (!rst_n) begin
            state <= IDLE;
        end
        else begin
            state <= state_nxt;
            counter <= counter_nxt;
            shreg <= shreg_nxt;
            alu_in <= alu_in_nxt;
        end
    end
endmodule
module CHIP(clk,
            rst_n,
            mem_wen_D,
            mem_addr_D,
            mem_wdata_D,
            mem_rdata_D,
            mem_addr_I,
            mem_rdata_I);
    input         clk, rst_n ;
    output        mem_wen_D  ;
    output [31:0] mem_addr_D ;
    output [31:0] mem_wdata_D;
    input  [31:0] mem_rdata_D;
    output [31:0] mem_addr_I ;
    input  [31:0] mem_rdata_I;
    reg    [31:0] PC          ;               
    reg    [31:0] PC_nxt      ;               
    wire          regWrite    ;               
    wire   [ 4:0] rs1, rs2, rd;               
    wire   [31:0] rs1_data    ;               
    wire   [31:0] rs2_data    ;               
    reg    [31:0] rd_data     ;               
    wire    [24:0]  imm;
    wire    [6:0]   opcode;
    wire    [2:0]   funct3;
    wire    [6:0]   funct7;
    wire    [31:0] PC_plus_4;
    assign opcode = mem_rdata_I[6:0];
    assign rd = mem_rdata_I[11:7];
    assign funct3 = mem_rdata_I[14:12];
    assign rs1 = mem_rdata_I[19:15];
    assign rs2 = mem_rdata_I[24:20];
    assign funct7 = mem_rdata_I[31:25];
    assign imm = mem_rdata_I[31:7];
    assign PC_plus_4 = PC + 4;
    wire is_branch;
    wire [1:0] mem_to_reg;
    wire [1:0] pc_ctrl;
    wire mem_read;
    wire mem_write;
    wire alu_src;
    wire reg_write;
    assign regWrite = reg_write;
    wire [3:0] alu_ctrl;
    wire [31:0] extended_imm;
    wire alu_zero;
    wire alu_ready;
    wire [31:0] alu_result;
    reg [31:0] alu_input2;
    reg_file reg0(                            
        .clk(clk),                            
        .rst_n(rst_n),                        
        .wen(regWrite),                       
        .a1(rs1),                             
        .a2(rs2),                             
        .aw(rd),                              
        .d(rd_data),                          
        .q1(rs1_data),                        
        .q2(rs2_data));                       
    Control control(
        .opcode(opcode),
        .is_branch(is_branch),
        .mem_to_reg(mem_to_reg),
        .pc_ctrl(pc_ctrl),
        .mem_read(mem_read),
        .mem_write(mem_write),
        .alu_src(alu_src),
        .reg_write(reg_write)
    );
    ALUControl alu_control(
        .opcode(opcode),
        .funct3(funct3),
        .funct7(funct7),
        .alu_ctrl(alu_ctrl)
    );
    IMMGEN imm_gen(
        .instruc(imm),
        .opcode(opcode),
        .imm(extended_imm)
    );
    always @(*) begin
        case(alu_src)
            1'b1: alu_input2 = extended_imm;
            1'b0: alu_input2 = rs2_data;
        endcase
    end
    ALU alu(
        .clk(clk),
        .rst_n(rst_n),
        .input1(rs1_data),
        .input2(alu_input2),
        .alu_ctrl(alu_ctrl),
        .result(alu_result),
        .alu_zero(alu_zero),
        .alu_ready(alu_ready)
    );
    always @(*) begin
        case(mem_to_reg)
            2'b00: rd_data = PC_plus_4;
            2'b01: rd_data = alu_result;
            2'b10: rd_data = mem_rdata_D;
            2'b11: rd_data = PC + extended_imm;
        endcase
    end
    always @(*) begin
        if(alu_ready)begin
            case(pc_ctrl)
                2'b00: PC_nxt = (is_branch && !alu_zero) ?  PC_plus_4 : (PC + (extended_imm << 1));
                2'b01: PC_nxt = alu_result;
                2'b10: PC_nxt = PC_plus_4;
                default : PC_nxt = PC ;
            endcase
        end
        else PC_nxt = PC ;
    end
    assign mem_wen_D = mem_write;
    assign mem_addr_D = alu_result;
    assign mem_wdata_D =  rs2_data;
    assign mem_addr_I = PC;
    always @(posedge clk or negedge rst_n) begin
        if (!rst_n) PC <= 32'h00010000;  
        else if(alu_ready) PC <= PC_nxt;
    end
endmodule
module reg_file(clk, rst_n, wen, a1, a2, aw, d, q1, q2);
    parameter BITS = 32;
    parameter word_depth = 32;
    parameter addr_width = 5;  
    input clk, rst_n, wen;  
    input [BITS-1:0] d;
    input [addr_width-1:0] a1, a2, aw;
    output [BITS-1:0] q1, q2;
    reg [BITS-1:0] mem [0:word_depth-1];
    reg [BITS-1:0] mem_nxt [0:word_depth-1];
    integer i;
    assign q1 = mem[a1];
    assign q2 = mem[a2];
    always @(*) begin
        for (i=0; i<word_depth; i=i+1)
            mem_nxt[i] = (wen && (aw == i)) ? d : mem[i];
    end
    always @(posedge clk or negedge rst_n) begin
        if (!rst_n) begin
            mem[0] <= 0;
            for (i=1; i<word_depth; i=i+1) begin
                case(i)
                    32'd2: mem[i] <= 32'hbffffff0;
                    32'd3: mem[i] <= 32'h10008000;
                    default: mem[i] <= 32'h0;
                endcase
            end
        end
        else begin
            mem[0] <= 0;
            for (i=1; i<word_depth; i=i+1)
                mem[i] <= mem_nxt[i];
        end       
    end
endmodule
module IMMGEN(
    input   [24:0]  instruc,
    input   [6:0]   opcode,
    output  [31:0]  imm
);
    reg [31:0] ext_imm;
    assign imm = ext_imm;
    always @(*) begin
        case(opcode)
            7'b0110011: ext_imm = 0;
            7'b0010011: ext_imm = {{20{instruc[24]}}, instruc[24:13]};
            7'b1100111: ext_imm = {{20{instruc[24]}}, instruc[24:13]};
            7'b0000011: ext_imm = {{20{instruc[24]}}, instruc[24:13]};
            7'b0100011: ext_imm = {{20{instruc[24]}}, instruc[24:18], instruc[4:0]};
            7'b1100011: ext_imm = {{20{instruc[24]}}, instruc[24], instruc[0], instruc[23:18], instruc[4:1]};
            7'b0010111: ext_imm = {instruc[24:5] ,12'b0};
            7'b1101111: ext_imm = {{12{instruc[24]}}, instruc[24], instruc[12:5], instruc[13], instruc[23:14]};
            default: ext_imm = 0;
        endcase
    end
endmodule
module ALU(
    input   clk,
    input   rst_n,
    input   [31:0]  input1,
    input   [31:0]  input2,
    input   [3:0]   alu_ctrl,
    output  [31:0]  result,
    output  alu_zero,
    output  alu_ready
);
    reg [31:0] alu_result;
    wire [63:0] muldiv_result;
    wire valid;
    wire mode;
    wire ready;
    assign alu_ready = alu_ctrl == 4'b1010 ? ready : 1;
    assign result = alu_ready ? alu_result : 0;
    assign alu_zero = alu_ctrl == 4'b0001 ? (alu_result == 0) : 1;
    assign valid = (alu_ctrl == 4'b1010 || alu_ctrl == 4'b1011);
    assign mode = alu_ctrl == 4'b1010 ? 0 : 1;
    MulDiv muldiv(
        .clk(clk),
        .rst_n(rst_n),
        .valid(valid),
        .mode(mode),
        .in_A(input1),
        .in_B(input2),
        .ready(ready),
        .out(muldiv_result)
    );
    always @(*) begin
        case(alu_ctrl)
            4'b0000: alu_result = input1 + input2;
            4'b0001: alu_result = input1 - input2;
            4'b0010: alu_result = input1 << input2;
            4'b0011: begin
                if(input1[31] ^ input2[31]) alu_result = input1[31] == 1;
                else alu_result = input1[31] == 0 ? input1 < input2 : input1 > input2;
            end
            4'b0100: alu_result = input1 < input2;
            4'b0101: alu_result = input1 ^ input2;
            4'b0110: alu_result = input1 >>> input2;
            4'b0111: alu_result = input1 >> input2;
            4'b1000: alu_result = input1 | input2;
            4'b1001: alu_result = input1 & input2;
            4'b1010: alu_result = muldiv_result[31:0];
            4'b1011: alu_result = muldiv_result[31:0];
            default: alu_result = 0;
        endcase
    end
endmodule
module Control(
    input   [6:0]   opcode,
    output  reg   is_branch,
    output  reg   [1:0] mem_to_reg,
    output  reg   [1:0] pc_ctrl,
    output  reg   mem_read,
    output  reg   mem_write,
    output  reg   alu_src,
    output  reg   reg_write
);
    always @(*) begin 
        case(opcode)
            7'b0110011 : begin
                is_branch   = 1'b0;
                mem_to_reg  = 2'b01;
                pc_ctrl     = 2'b10;
                mem_read    = 1'b0;
                mem_write   = 1'b0;
                alu_src     = 1'b0;
                reg_write   = 1'b1;
            end
            7'b0010011 : begin
                is_branch   = 1'b0;
                mem_to_reg  = 2'b01;
                pc_ctrl     = 2'b10;
                mem_read    = 1'b0;
                mem_write   = 1'b0;
                alu_src     = 1'b1;
                reg_write   = 1'b1;
            end
            7'b1100111 : begin
                is_branch   = 1'b0;
                mem_to_reg  = 2'b00;
                pc_ctrl     = 2'b01;
                mem_read    = 1'b0;
                mem_write   = 1'b0;
                alu_src     = 1'b1;
                reg_write   = 1'b1;
            end
            7'b0000011 : begin
                is_branch   = 1'b0;
                mem_to_reg  = 2'b10;
                pc_ctrl     = 2'b10;
                mem_read    = 1'b1;
                mem_write   = 1'b0;
                alu_src     = 1'b1;
                reg_write   = 1'b1;
            end
            7'b0100011 : begin
                is_branch   = 1'b0;
                mem_to_reg  = 2'b10;
                pc_ctrl     = 2'b10;
                mem_read    = 1'b0;
                mem_write   = 1'b1;
                alu_src     = 1'b1;
                reg_write   = 1'b0;
            end
            7'b1100011 : begin
                is_branch   = 1'b1;
                mem_to_reg  = 2'b01;
                pc_ctrl     = 2'b00;
                mem_read    = 1'b0;
                mem_write   = 1'b0;
                alu_src     = 1'b0;
                reg_write   = 1'b0;
            end
            7'b0010111 : begin
                is_branch   = 1'b0;
                mem_to_reg  = 2'b11;
                pc_ctrl     = 2'b10;
                mem_read    = 1'b0;
                mem_write   = 1'b0;
                alu_src     = 1'b0;
                reg_write   = 1'b1;
            end
            7'b1101111 : begin
                is_branch   = 1'b0;
                mem_to_reg  = 2'b00;
                pc_ctrl     = 2'b00;
                mem_read    = 1'b0;
                mem_write   = 1'b0;
                alu_src     = 1'b1;
                reg_write   = 1'b1;
            end
            default : begin
                is_branch   = 0;
                mem_to_reg  = 0;
                pc_ctrl     = 0;
                mem_read    = 0;
                mem_write   = 0;
                alu_src     = 0;
                reg_write   = 0;
            end
        endcase
    end
endmodule
module ALUControl(
    input   [6:0]   opcode,
    input   [2:0]   funct3,
    input   [6:0]   funct7,
    output  reg [3:0]   alu_ctrl
);
    always @(*) begin 
        case(opcode)
            7'b0110011 : begin
                if(funct7 == 7'b0000001)
                    alu_ctrl = (funct3==3'b000) ? 4'b1010 : 4'b1011;
                else begin
                    case(funct3)
                        3'b000: alu_ctrl = funct7 == 0 ? 4'b0000 : 4'b0001;
                        3'b001: alu_ctrl = 4'b0010;
                        3'b010: alu_ctrl = 4'b0011;
                        3'b011: alu_ctrl = 4'b0100;
                        3'b100: alu_ctrl = 4'b0101;
                        3'b101: alu_ctrl = funct7 == 0 ? 4'b0110 : 4'b0111;
                        3'b110: alu_ctrl = 4'b1000;
                        3'b111: alu_ctrl = 4'b1001;
                    endcase
                end
            end
            7'b0010011 : begin
                case(funct3)
                    3'b000: alu_ctrl = 4'b0000;     
                    3'b001: alu_ctrl = 4'b0010;     
                    3'b010: alu_ctrl = 4'b0011;     
                    3'b011: alu_ctrl = 4'b0100;    
                    3'b100: alu_ctrl = 4'b0101;     
                    3'b101: alu_ctrl = funct7 == 0 ? 4'b0110 : 4'b0111;  
                    3'b110: alu_ctrl = 4'b1000;      
                    3'b111: alu_ctrl = 4'b1001;     
                endcase
            end
            7'b1100011 : alu_ctrl = 4'b0001;  
            default: alu_ctrl = 4'b0000;
        endcase
    end
endmodule
==> flow_summary.html <==
<h2>Synthesis and place &amp; route</h2>
<table>
<tr><th>Metric</th><th>Value</th></tr>
<tr><th colspan="2">Run status</th></tr>
<tr><td>Result of the run</td><td>finished, final reports clean</td></tr>
<tr><th colspan="2">Clock tree</th></tr>
<tr><td>CTS buffer count</td><td>136</td></tr>
<tr><td>Buffer cell driving the clock tree root</td><td>sky130_fd_sc_hd__clkbuf_16</td></tr>
<tr><td>Number of setup buffers added after CTS</td><td>0</td></tr>
<tr><td>Number of sinks driven by the clock tree</td><td>1129</td></tr>
<tr><td>Clock latency at the later pin of the worst-skew pair</td><td>0.84 ns</td></tr>
<tr><td>Maximum number of buffers from clock root to sink</td><td>3</td></tr>
<tr><td>H-Tree Depth</td><td>4</td></tr>
<tr><td>Number of resized instances in the post-cts repair step</td><td>0</td></tr>
<tr><td>Number of hold-repair buffers added at the cts stage</td><td>0</td></tr>
<tr><td>Clock transition at the registers of the reported paths</td><td>0.07 ns</td></tr>
<tr><td>TritonCTS clock tree</td><td>done</td></tr>
<tr><th colspan="2">Synth</th></tr>
<tr><td>Fraction of the yosys area taken by sequential cells</td><td>0.381</td></tr>
<tr><td>Synthesized area per cell</td><td>8.36 um2</td></tr>
<tr><td>Number of warnings issued by yosys</td><td>9</td></tr>
<tr><td>Max-area cell share</td><td>0.330</td></tr>
<tr><td>Most common reg cell</td><td>sky130_fd_sc_hd__dfrtp_1</td></tr>
<tr><td>Number of synthesized flops with an enable pin</td><td>101</td></tr>
<tr><td>Cell accounting for the most synthesized area</td><td>sky130_fd_sc_hd__dfrtp_1</td></tr>
<tr><td>Syn Std Cell Area</td><td>75700 um2</td></tr>
<tr><td>Post-Syn Instances</td><td>9055</td></tr>
<tr><td>Unique cell type count in the Yosys netlist</td><td>107</td></tr>
<tr><td>Async set-reset flop share out of synthesis</td><td>0.911</td></tr>
<tr><td>Cell count in the Yosys report</td><td>9055</td></tr>
<tr><td>Synth flops</td><td>1129</td></tr>
<tr><td>Area contributors post-synth</td><td>sky130_fd_sc_hd__dfrtp_1 (33%), sky130_fd_sc_hd__o21ai_0 (7.2%), sky130_fd_sc_hd__nand2_1 (6.3%)</td></tr>
<tr><td>Yosys chip area</td><td>75700 um2</td></tr>
<tr><th colspan="2">Final timing</th></tr>
<tr><td>Number of hold violations in the final report</td><td>0</td></tr>
<tr><td>Max Clock Freq</td><td>0.0602 GHz</td></tr>
<tr><td>Final Hold Slack</td><td>0.490 ns</td></tr>
<tr><td>Skew final</td><td>0.0390 ns</td></tr>
<tr><td>Worst slew margin relative to its limit</td><td>0.165</td></tr>
<tr><td>RSZ-0062 raised after global routing</td><td>no</td></tr>
<tr><td>Post-route fraction of the period consumed by the critical path</td><td>0.848</td></tr>
<tr><td>Least-Margin Pin Slew</td><td>1.25 ns</td></tr>
<tr><td>Max-slew violations</td><td>0</td></tr>
<tr><td>Final tally of setup violations</td><td>0</td></tr>
<tr><td>Total negative setup slack</td><td>0 ns</td></tr>
<tr><td>Final critical-path required period</td><td>16.62 ns</td></tr>
<tr><th colspan="2">Pwr</th></tr>
<tr><td>Pwr Density</td><td>102 nW/um2</td></tr>
<tr><td>Final Total Pwr</td><td>8770 uW</td></tr>
<tr><td>Leakage</td><td>0.0393 uW</td></tr>
<tr><td>Max VDD drop</td><td>0.0825 mV</td></tr>
<tr><th colspan="2">Setup path</th></tr>
<tr><td>Critical Path Source Type</td><td>input pin</td></tr>
<tr><td>Required time of the worst setup path</td><td>15.68 ns</td></tr>
<tr><td>Maximum net fanout on the critical path</td><td>30</td></tr>
<tr><td>Critical setup path kind</td><td>input pin to output port</td></tr>
<tr><td>Data arrival at the endpoint of the critical path</td><td>12.70 ns</td></tr>
<tr><td>Crit end category</td><td>output port</td></tr>
<tr><th colspan="2">Floorplan</th></tr>
<tr><td>Area of the core region</td><td>188000 um2</td></tr>
<tr><td>Width of the die</td><td>437 um</td></tr>
<tr><td>Number of primary I/O pins</td><td>163</td></tr>
<tr><td>DIE HEIGHT</td><td>437 um</td></tr>
<tr><td>Area enclosed by the die boundary</td><td>191000 um2</td></tr>
<tr><td>Number of core rows</td><td>159</td></tr>
<tr><td>Floorplan core density</td><td>0.403</td></tr>
<tr><th colspan="2">Global routing</th></tr>
<tr><td>Wire length of the first global-routing pass</td><td>660 mm</td></tr>
<tr><td>Number of global-route vias before repair</td><td>77000</td></tr>
<tr><td>Initial antenna violation count</td><td>54</td></tr>
<tr><td>Maximum number of pins on one net before global-route repair</td><td>98</td></tr>
<tr><td>Overflow left after global routing</td><td>0</td></tr>
<tr><td>Total routing usage reported by global routing</td><td>0.520</td></tr>
<tr><th colspan="2">Detailed routing</th></tr>
<tr><td>Via total after detailed routing</td><td>82700</td></tr>
<tr><td>Average via count per standard cell</td><td>7.08</td></tr>
<tr><td>Remaining antenna violation count</td><td>0</td></tr>
<tr><td>Detail-routed net length per standard cell</td><td>41.7 um</td></tr>
<tr><td>Total Routed Length</td><td>487 mm</td></tr>
<tr><td>TritonRoute pass-1 iters</td><td>27</td></tr>
<tr><td>Drt initial violations</td><td>10900</td></tr>
<tr><td>Remaining routing DRC violations</td><td>0</td></tr>
<tr><th colspan="2">Cells and area</th></tr>
<tr><td>Number of fill cells in the layout</td><td>18000</td></tr>
<tr><td>Area Overhead vs Synth</td><td>13.7%</td></tr>
<tr><td>Share of layout cells above drive strength 1</td><td>0.122</td></tr>
<tr><td>Logic area</td><td>43700 um2</td></tr>
<tr><td>Final Instance Area</td><td>86100 um2</td></tr>
<tr><td>Area used by sequential logic in the layout</td><td>28800 um2</td></tr>
<tr><td>Final std cells w/o fill</td><td>11700</td></tr>
<tr><th colspan="2">Place</th></tr>
<tr><td>Dpl cells</td><td>11400</td></tr>
<tr><td>Placed inst area</td><td>81400 um2</td></tr>
<tr><td>Count of port buffers added during placement</td><td>162</td></tr>
<tr><td>Post-detail-place hpwl</td><td>338 mm</td></tr>
<tr><td>Weighted congestion at the end of routability-driven global placement</td><td>1.12</td></tr>
<tr><th colspan="2">Flow run</th></tr>
<tr><td>Number of warnings in the stage logs</td><td>94</td></tr>
<tr><td>Number of maximum-capacitance constraint violations</td><td>0</td></tr>
<tr><th colspan="2">Worst hold path</th></tr>
<tr><td>Worst min-delay path class</td><td>flop to flop</td></tr>
</table>
-- worst max-delay path, cell delays in order --
cell	delay [ns]
sky130_fd_sc_hd__buf_2	0.33
sky130_fd_sc_hd__buf_4	0.53
sky130_fd_sc_hd__nand3b_1	0.87
sky130_fd_sc_hd__nor2_2	0.83
sky130_fd_sc_hd__buf_4	0.71
sky130_fd_sc_hd__a2111oi_0	0.23
sky130_fd_sc_hd__nand3_1	0.15
sky130_fd_sc_hd__or4_1	0.47
sky130_fd_sc_hd__ha_1	0.42
sky130_fd_sc_hd__nand2b_1	0.11
sky130_fd_sc_hd__a21oi_1	0.09
sky130_fd_sc_hd__nor4_1	0.47
sky130_fd_sc_hd__a211o_1	0.24
sky130_fd_sc_hd__a31oi_1	0.20
sky130_fd_sc_hd__nor4_1	0.41
sky130_fd_sc_hd__nor3_1	0.15
sky130_fd_sc_hd__o41ai_1	0.55
sky130_fd_sc_hd__a221oi_1	0.24
sky130_fd_sc_hd__nor2_1	0.14
sky130_fd_sc_hd__nand3_1	0.08
sky130_fd_sc_hd__a21oi_1	0.15
sky130_fd_sc_hd__a311oi_1	0.09
sky130_fd_sc_hd__a21oi_1	0.66
sky130_fd_sc_hd__clkdlybuf4s50_1	0.59
-- power by group --
part           total, uW  internal, uW  leakage, uW  switching [uW]
Combinational       3220          1070       0.0220            2150
Sequential          2930          2610       0.0152             328
Clock               2610          1490      0.00219            1120
Total               8770          5160       0.0393            3600
-- sequential cells by signal, indices dropped and copies added (netlist names) --
signal	flops
alu.muldiv.state	4
alu.muldiv.alu_in	32
alu.muldiv.shreg	64
PC	32
alu.muldiv.counter	5
reg0.mem	992
-- cells by family after synthesis --
kind of cell | synth area share
simple gates | 0.223
compound gates | 0.243
flops | 0.381
buf+inv | 0.0528
mux | 0.0428
fa+ha+maj | 0.0393
xor+xnor | 0.0183
-- through the flow --
stage,setup slack (ns),util
3_5_place_dp,3.32,0.433
2_1_floorplan,5.62,-
3_3_place_gp,3.28,0.433
5_1_grt,2.71,0.457
4_1_cts,3.31,0.457
6_report,2.98,0.458
-- cell usage in the layout, fill, tap and decap left out, types with 61 or more instances in the layout --
cell	count
sky130_fd_sc_hd__a22oi_1	461
sky130_fd_sc_hd__mux2i_1	131
sky130_fd_sc_hd__clkdlybuf4s50_1	153
sky130_fd_sc_hd__a2111oi_0	165
sky130_fd_sc_hd__a22o_1	61
sky130_fd_sc_hd__inv_1	194
sky130_fd_sc_hd__ha_1	228
sky130_fd_sc_hd__nor2_1	408
sky130_fd_sc_hd__buf_4	446
sky130_fd_sc_hd__nand4_1	151
sky130_fd_sc_hd__and3_1	620
sky130_fd_sc_hd__nor3_1	109
sky130_fd_sc_hd__o21ai_0	1078
sky130_fd_sc_hd__clkbuf_16	140
sky130_fd_sc_hd__diode_2	71
sky130_fd_sc_hd__nand2_1	1267
sky130_fd_sc_hd__dfrtp_1	995
sky130_fd_sc_hd__a21o_1	72
sky130_fd_sc_hd__a221oi_1	86
sky130_fd_sc_hd__mux2_2	164
sky130_fd_sc_hd__a21oi_1	295
sky130_fd_sc_hd__xnor2_1	98
sky130_fd_sc_hd__edfxtp_1	101
sky130_fd_sc_hd__nand3_1	294
-- area by class of cell --
type                       instances  area share
antenna                           71     0.00206
tap                             2495      0.0363
clock buffer                     208      0.0461
sequential                      1129       0.335
clock inverter                    44     0.00624
timing repair buffer             611      0.0580
multi-input combinational       6920       0.508
inverter                         200     0.00872
-- synth_stat cells, drive strengths merged (44+ instances only) --
| library cell | count |
|---|---|
| nor2 | 479 |
| a2111oi | 172 |
| o31ai | 49 |
| ha | 228 |
| nand2 | 1279 |
| o21ai | 1106 |
| xor2 | 60 |
| nor4 | 60 |
| mux2 | 167 |
| dfrtp | 997 |
| a22o | 61 |
| a211oi | 47 |
| nand3 | 297 |
| nand2b | 58 |
| nor3 | 114 |
| mux2i | 133 |
| buf | 138 |
| inv | 198 |
| a21oi | 305 |
| a21o | 72 |
| and2 | 57 |
| nand4 | 151 |
| a22oi | 461 |
| edfxtp | 101 |
| xnor2 | 98 |
| clkbuf | 668 |
| o211ai | 45 |
| and3 | 622 |
| a221oi | 88 |
| nor2b | 44 |
| or3 | 48 |
-- path summary, 6_finish.rpt --
kind,from,end,slack (ns),cells after the start
max in group asynchronous,rst_n,reg0.mem[5][7],13.36,5
max reg2reg,reg0.mem[4][2],PC[1],10.42,28
min in group asynchronous,rst_n,reg0.mem[28][28],3.04,1
min,reg0.mem[31][20],reg0.mem[31][20],0.49,2
max,mem_rdata_I[19],mem_addr_D[31],2.98,24
min reg2reg,reg0.mem[31][20],reg0.mem[31][20],0.49,2
-- routing by layer --
metal  share of wire  global-route usage  vias up
met3            0.14               0.251     2212
met5          0.0015              0.0365        -
li1                -                   -    33500
met4            0.10               0.405       26
met2            0.41               0.703     6712
met1            0.35               0.636    40200
Power is estimated from default activity; no workload was simulated.
